`constraint.sdc`:
```
current_design symbol_train

set clk_period 4.1
set clk_io_pct 0.2

create_clock -name clk0 -period $clk_period [get_ports {clk}]

set non_clock_inputs [all_inputs -no_clocks]
set_input_delay [expr $clk_period * $clk_io_pct] -clock clk0 $non_clock_inputs
set_output_delay [expr $clk_period * $clk_io_pct] -clock clk0 [all_outputs]
```
`run.sh`:
```
#!/bin/bash
# OpenROAD 26Q1-2900-gdf79404cd8, Yosys 0.63+post, stock flow scripts
make -C /OpenROAD-flow-scripts/flow DESIGN_CONFIG=/design/flow/config.mk WORK_HOME=/design/flow/orfs finish
```
`design.v`:
```
module   LTS_generator
(  
    input                   clk         ,   
    input                   rst_n       ,   
    input                   tx_clr      ,   
    input                   lts_en      ,
    output reg [7:0]        lts_im      ,
    output reg [7:0]        lts_re      ,
    output reg              lts_dv      ,
    output reg [7:0]        lts_index   ,
    output reg              lts_done    
); 
reg  [15:0] long_mem [15:0];
reg  [3:0]  i,j;
wire        lts_req;
assign lts_req = lts_en || (lts_index > 0);
always @(posedge clk or negedge rst_n) begin
    if(!rst_n) begin   
        long_mem[0]  <= {8'b00101000 , 8'b00000000};
        long_mem[1]  <= {8'b11111111 , 8'b11100001};
        long_mem[2]  <= {8'b00001010 , 8'b11100100};
        long_mem[3]  <= {8'b00011001 , 8'b00010101};
        long_mem[4]  <= {8'b00000101 , 8'b00000111};
        long_mem[5]  <= {8'b00001111 , 8'b11101010};
        long_mem[6]  <= {8'b11100011 , 8'b11110010};
        long_mem[7]  <= {8'b11110110 , 8'b11100101};
        long_mem[8]  <= {8'b00011001 , 8'b11111001};
        long_mem[9]  <= {8'b00001110 , 8'b00000001};
        long_mem[10] <= {8'b00000000 , 8'b11100011};
        long_mem[11] <= {8'b11011101 , 8'b11110100};
        long_mem[12] <= {8'b00000110 , 8'b11110001};
        long_mem[13] <= {8'b00001111 , 8'b11111100};
        long_mem[14] <= {8'b11111010 , 8'b00101001};
        long_mem[15] <= {8'b00011111 , 8'b11111111};
        long_mem[16] <= {8'b00010000 , 8'b11110000};
        long_mem[17] <= {8'b00001001 , 8'b00011001};
        long_mem[18] <= {8'b11110001 , 8'b00001010};
        long_mem[19] <= {8'b11011110 , 8'b00010001};
        long_mem[20] <= {8'b00010101 , 8'b00011000};
        long_mem[21] <= {8'b00010010 , 8'b00000100};
        long_mem[22] <= {8'b11110001 , 8'b00010101};
        long_mem[23] <= {8'b11110010 , 8'b11111010};
        long_mem[24] <= {8'b11110111 , 8'b11011001};
        long_mem[25] <= {8'b11100001 , 8'b11111100};
        long_mem[26] <= {8'b11011111 , 8'b11111011};
        long_mem[27] <= {8'b00010011 , 8'b11101101};
        long_mem[28] <= {8'b11111111 , 8'b00001110};
        long_mem[29] <= {8'b11101000 , 8'b00011101};
        long_mem[30] <= {8'b00010111 , 8'b00011011};
        long_mem[31] <= {8'b00000011 , 8'b00011001};
        long_mem[32] <= {8'b11011000 , 8'b00000000};
        long_mem[33] <= {8'b00000011 , 8'b11100111};
        long_mem[34] <= {8'b00010111 , 8'b11100101};
        long_mem[35] <= {8'b11101000 , 8'b11100011};
        long_mem[36] <= {8'b11111111 , 8'b11110010};
        long_mem[37] <= {8'b00010011 , 8'b00010011};
        long_mem[38] <= {8'b11011111 , 8'b00000101};
        long_mem[39] <= {8'b11100001 , 8'b00000100};
        long_mem[40] <= {8'b11110111 , 8'b00100111};
        long_mem[41] <= {8'b11110010 , 8'b00000110};
        long_mem[42] <= {8'b11110001 , 8'b11101011};
        long_mem[43] <= {8'b00010010 , 8'b11111100};
        long_mem[44] <= {8'b00010101 , 8'b11101000};
        long_mem[45] <= {8'b11011110 , 8'b11101111};
        long_mem[46] <= {8'b11110001 , 8'b11110110};
        long_mem[47] <= {8'b00001001 , 8'b11100111};
        long_mem[48] <= {8'b00010000 , 8'b00010000};
        long_mem[49] <= {8'b00011111 , 8'b00000001};
        long_mem[50] <= {8'b11111010 , 8'b11010111};
        long_mem[51] <= {8'b00001111 , 8'b00000100};
        long_mem[52] <= {8'b00000110 , 8'b00001111};
        long_mem[53] <= {8'b11011101 , 8'b00001100};
        long_mem[54] <= {8'b00000000 , 8'b00011101};
        long_mem[55] <= {8'b00001110 , 8'b11111111};
        long_mem[56] <= {8'b00011001 , 8'b00000111};
        long_mem[57] <= {8'b11110110 , 8'b00011011};
        long_mem[58] <= {8'b11100011 , 8'b00001110};
        long_mem[59] <= {8'b00001111 , 8'b00010110};
        long_mem[60] <= {8'b00000101 , 8'b11111001};
        long_mem[61] <= {8'b00011001 , 8'b11101011};
        long_mem[62] <= {8'b00001010 , 8'b00011100};
        long_mem[63] <= {8'b11111111 , 8'b00011111};
        lts_dv <= 0;
        lts_index <=  0;
        lts_done <= 0;
        lts_re <= 0;
        lts_im <= 0;
        i <= 0;
        j <= 0;
    end
    else if( tx_clr ) begin 
        i <= 0;
        j <= 0;
        lts_dv <= 0;
        lts_index <= 0;
        lts_done <= 0;
    end
    else if( lts_req && (lts_index < 161) ) begin
        lts_index <= lts_index + 1;
        lts_dv <=  1'b1;
        if(i == 0) begin
            if(j == 31) begin
                j <= 0;
                i <= i + 1;
                lts_re <= long_mem[j+32][15:8];
                lts_im <= long_mem[j+32][7:0];
            end
            else begin
                if(j == 0) begin
                    lts_re <= 8'b11101100;  
                    lts_im <= long_mem[j+32][7:0];
                end
                else begin
                    lts_re <= long_mem[j+32][15:8];
                    lts_im <= long_mem[j+32][7:0];
                end
                j <= j + 1;
            end
        end
        else if(i == 1 || i == 2) begin
            if(j == 63) begin
                j <= 0;
                i <= i + 1;
                lts_re <= long_mem[j][15:8];
                lts_im <= long_mem[j][7:0];
            end
            else begin
                lts_re <= long_mem[j][15:8];
                lts_im <= long_mem[j][7:0];
                j <= j + 1;
            end    
        end
        else begin   
            lts_re <= long_mem[j][15:8]>>1;  
            lts_im <= long_mem[j][7:0]>>1;
            lts_done <= 1'b1;
        end
    end
    else begin
        lts_dv <= 1'b0;
    end
end
endmodule
module   STS_generator
(  
    input                   clk         ,   
    input                   rst_n       ,   
    input                   tx_clr      ,   
    input                   sts_en      ,
    output reg [7:0]        sts_im      ,
    output reg [7:0]        sts_re      ,
    output reg              sts_dv     ,
    output reg [7:0]        sts_index   ,
    output reg              sts_done             
);
reg  [15:0] short_mem [15:0];
reg  [3:0]  i,j;
wire        sts_req;
assign sts_req = sts_en || (sts_index > 0);
always @(posedge clk or negedge rst_n) begin
    if(!rst_n) begin   
        short_mem[0]  <= {8'b00001100 , 8'b00001100};
        short_mem[1]  <= {8'b11011110 , 8'b00000001};
        short_mem[2]  <= {8'b11111101 , 8'b11101100};
        short_mem[3]  <= {8'b00100100 , 8'b11111101};
        short_mem[4]  <= {8'b00011000 , 8'b00000000};
        short_mem[5]  <= {8'b00100100 , 8'b11111101};
        short_mem[6]  <= {8'b11111101 , 8'b11101100};
        short_mem[7]  <= {8'b11011110 , 8'b00000001};
        short_mem[8]  <= {8'b00001100 , 8'b00001100};
        short_mem[9]  <= {8'b00000001 , 8'b11011110};
        short_mem[10] <= {8'b11101100 , 8'b11111101};
        short_mem[11] <= {8'b11111101 , 8'b00100100};
        short_mem[12] <= {8'b00000000 , 8'b00011000};
        short_mem[13] <= {8'b11111101 , 8'b00100100};
        short_mem[14] <= {8'b11101100 , 8'b11111101};
        short_mem[15] <= {8'b00000001 , 8'b11011110};
        sts_dv <= 0;
        sts_index <=  0;
        sts_done <= 0;
        sts_re <= 0;
        sts_im <= 0;
        i <= 0;
        j <= 0;
       end  
    else if( tx_clr ) begin 
        i <= 0;
        j <= 0;
        sts_dv <= 0;
        sts_index <= 0;
        sts_done <= 0;
    end
    else if( sts_req && (sts_index < 161) ) begin
        sts_index <= sts_index + 1;
        sts_dv <=  1'b1; 
        if(i < 10)    begin
            if(j == 15) begin 
                j <= 0;
                i <= i+ 1; 
                sts_re <= short_mem[j][15:8];  
                sts_im <= short_mem[j][7:0];
            end
            else  begin
                if(i == 0 && j == 0) begin
                    sts_re <= short_mem[j][15:8]>>1;  
                    sts_im <= short_mem[j][7:0]>>1;  
                end
                else begin
                    sts_re <= short_mem[j][15:8];  
                    sts_im <= short_mem[j][7:0];
                end
                j <= j + 1;
            end
        end
        else begin   
            sts_re <= short_mem[0][15:8]>>1;  
            sts_im <= short_mem[0][7:0]>>1; 
            sts_done <= 1'b1;
        end
    end 
    else begin 
        sts_dv <= 1'b0;
    end
end
endmodule
module   symbol_train
(  
    input               clk         ,   
    input               rst_n       ,   
    input               tx_clr      ,   
    input               start_en    ,
    output  [7:0]       train_im    ,
    output  [7:0]       train_re    ,
    output              train_dv    ,
    output  [8:0]       train_index ,
    output              train_done  
); 
wire        sts_en;
(* mark_debug = "true" *)   wire    [7:0]       sts_im;
(* mark_debug = "true" *)   wire    [7:0]       sts_re;
(* mark_debug = "true" *)   wire                sts_dv;
wire        sts_index;
wire        sts_done;
wire        lts_en;
(* mark_debug = "true" *)   wire    [7:0]       lts_im;
(* mark_debug = "true" *)   wire    [7:0]       lts_re;
(* mark_debug = "true" *)   wire                lts_dv;
wire        lts_index;
wire        lts_done;
STS_generator STS
(  
    .clk         (clk),   
    .rst_n       (rst_n),   
    .tx_clr      (tx_clr),   
    .sts_en      (sts_en), 
    .sts_im      (sts_im),
    .sts_re      (sts_re),
    .sts_dv      (sts_dv),
    .sts_index   (sts_index),
    .sts_done    (sts_done)         
); 
LTS_generator LTS
(  
    .clk         (clk),   
    .rst_n       (rst_n),   
    .tx_clr      (tx_clr),   
    .lts_en      (lts_en),
    .lts_im      (lts_im),
    .lts_re      (lts_re),
    .lts_dv      (lts_dv),
    .lts_index   (lts_index),
    .lts_done    (lts_done)
); 
assign  train_im = sts_dv ? sts_im : lts_dv ? lts_im : 8'b0;
assign  train_re = sts_dv ? sts_re : lts_dv ? lts_re : 8'b0;
assign  train_dv = sts_dv ? 1'b1 : lts_dv ? 1'b1 : 1'b0;
assign  train_index = sts_index + lts_index;
assign  train_done = lts_done;
assign  sts_en = start_en;
assign  lts_en = sts_done;
endmodule
```
`config.mk`:
```
export PLATFORM = sky130hd
export DESIGN_NAME = symbol_train
export DESIGN_NICKNAME = symbol_train
export VERILOG_FILES = /design/flow/design.v
export SDC_FILE = /design/flow/constraint.sdc
export NUM_CORES = 4
export LEC_CHECK = 1
export CORE_UTILIZATION = 30
```
==> deck_impl_summary.md <==
Flow Results at a Glance

Clocking
  – CTS Buf Count: 9
  – CTS resizes: 0
  – Clk root buf: clkbuf_16
  – CTS tree: yes
  – H-tree level count: 3
  – Setup Buffers After CTS: 0
  – CTS max path bufs: 2
  – Worst-Skew Late Latency: 0.32 ns
  – Clock Sinks: 61
  – Hold Buf Count CTS: 0
  – CTS clk-pin slew, worst paths: 0.05 ns

Timing
  – Worst slew margin: 0.4894
  – Fin crit share: 0.6823
  – Worst slew pin tran: 0.7659 ns
  – Clock skew: 0.004749 ns
  – Max Clock Freq: 357.5 MHz
  – TNS Setup: 0 ns
  – Max Transition Viols Final: 0
  – Hold Violations, Final: 0
  – Min Tclk post-route: 2.798 ns
  – Finish-stage setup viols: 0
  – Unrepaired setup endpoints after global routing: no

Finish
  – Syn-to-layout area delta: 13.13%
  – Final instance area: 4474 sq um
  – Fill cell count: 1,310
  – Core Util, Final: 0.3517
  – Share of post-route cells with drive strength above 1: 0.08259

Yosys
  – Top cells by count: dfrtp_1 (61), nor2_1 (46), o21ai_0 (35)
  – Area reported by Yosys stat: 3955 sq um
  – Top area contributor share: 0.3860
  – Ys cells: 442
  – Synth Flop Type: dfrtp_1
  – Synth flops: 61
  – Post-synthesis cell count: 442
  – Synth Cell Area: 3955 sq um
  – Distinct lib cells: 68
  – Synth area leader: dfrtp_1
  – Main area contributors: dfrtp_1 (39%), ha_1 (4.7%), o21ai_0 (4.4%)
  – Ys async rst share: 1.000
  – Synth top cell by count: dfrtp_1
  – Post-synth EDFFs: 0
  – Synth Warn #: 6
  – Seq/Total Area, Yosys: 0.3860
  – Syn Area/Cell: 8.948 sq um

Routing
  – Via density: 5.000
  – WL/cell: 13.13 microns
  – DR DRC count: 0
  – First-pass iteration count of the detailed router: 4
  – Drt initial violations: 168
  – Antenna diodes: 0
  – Via Count: 3,100
  – Final ANT Viol Nets: 0
  – DRT Wirelength: 8.139 mm

Global route
  – GRT Total Usage: 0.1342
  – Global-route wire length before repair: 14.36 mm
  – Total gr overflow: 0
  – Largest net degree at the start of global routing: 42
  – Vias in the first global route: 2,871
  – Initial antenna violation count: 0

Power and ir drop
  – P per Cell Area: 567.0 nW/um^2
  – Leak pwr: 1.928 nW
  – Maximum VDD drop: 0.0001975 V
  – Overall Power: 2.537 mW

Floorplanning
  – Boundary Pins: 31
  – Row cnt: 41
  – Area of the die: 13,650 sq um
  – Die width: 116.8 microns
  – Chip Height: 116.8 microns
  – Placeable Area: 12,720 sq um
  – Initial Util: 0.3109

Worst setup path
  – CP startpoint kind: register
  – Critical path class: reg -> out
  – Crit end category: output pin
  – Critical-path maximum fanout: 18
  – Req. time, crit path: 3.28 ns
  – CP arrival: 1.98 ns

Flow run
  – Max-cap violations: 0
  – Count of tool warnings: 34

Outcome
  – Status: finished clean

Place
  – RD Place Congestion: 0.8730
  – Placed instance area: 4208 sq um
  – I/O Buffers: 22
  – Hpwl dp: 5.668 mm

Min path
  – Worst hold path class: in -> async
-- metal layers --
layer | share of wire | track usage | up-vias
li1 | - | - | 1556
met5 | 0 | 0 | -
met3 | 0.051 | 0.03146 | 4
met2 | 0.44 | 0.1972 | 74
met4 | 0.0065 | 0.01181 | 0
met1 | 0.50 | 0.2125 | 1466
-- logic make-up after synthesis --
family	share of synthesized area
adder cells (fa/ha/maj)	0.04745
multiplexers	0.02088
AND/OR/NAND/NOR	0.1816
XOR/XNOR	0.04176
buffers and inverters	0.08099
AND-OR/OR-AND	0.2404
flip-flops	0.3860
other	0.0009482
-- metrics by stage --
stage          hold slack (ns)  worst slack, ns  std cells
5_1_grt                 0.4809            1.187        620
2_1_floorplan           0.4489            2.030        449
6_report                0.4448            1.302        620
3_3_place_gp            0.4629            1.228        606
4_1_cts                 0.4499            1.286        620
3_5_place_dp            0.4698            1.170        606
-- worst max-delay path: stages, from the launching register on --
cell,delay (ns)
dfrtp_1,0.58
nor2b_1,0.19
buf_4,0.23
a22o_1,0.18
clkdlybuf4s50_1,0.47
-- path summary, 6_finish.rpt --
path                       slack, ns              from                to  cells past startpoint
min in group clk0               0.48     STS.sts_re[6]     STS.sts_re[6]                      2
hold reg to reg                 0.48     STS.sts_re[6]     STS.sts_re[6]                      2
setup reg to reg                1.65  STS.sts_index[0]     STS.sts_re[1]                      7
max in group asynchronous       2.77             rst_n  STS.sts_index[5]                      2
hold / removal                  0.44             rst_n     STS.sts_im[1]                      1
setup / recovery                1.30        STS.sts_dv       train_re[0]                      4
-- state kept, by name, summed over array words and instances, names as in the netlist --
signal and flops:
STS.sts_re 8, STS.sts_index 8, STS.sts_dv 1, STS.sts_im 8
LTS.j 4, LTS.lts_im 7, LTS.lts_re 7, STS.j 4
STS.i 4, STS.sts_done 1, LTS.lts_index 8, LTS.lts_dv 1
-- power by group --
| group | total (mW) | switching, mW | leakage (nW) | internal, mW |
|---|---|---|---|---|
| Clock | 0.670 | 0.238 | 0.134 | 0.431 |
| Combinational | 0.977 | 0.532 | 0.980 | 0.445 |
| Sequential | 0.890 | 0.133 | 0.814 | 0.757 |
-- cell usage in the layout, fill, tap and decap left out, drive strengths merged, types with 3 or more instances in the layout --
cell           Yosys  final
clkbuf            16     12
nand2             34     34
xnor2              8      8
nor2b              6      6
ha                15     15
a21oi             32     32
a211oi             5      5
a31oi              4      4
nand2b             4      4
inv               23     23
or2                3      3
or3                4      4
nand4b             3      3
o21ai             39     39
nand3              9      9
o2111ai            3      3
a22o              18     18
nor3               9      9
conb               1      8
o31ai              5      5
nand4              5      5
xor2              10     10
mux2i              6      6
clkdlybuf4s50      0     21
dfrtp             61     61
o22ai              4      4
a21o               7      7
buf               25      5
nor4               4      4
nor2              46     46
and3               3      3
-- final cells by class --
cell class                      count  area [sq um]  area share
Inverter                           23         86.33     0.01930
Multi-Input combinational cell    324          2135      0.4771
Tap cell                          172         215.2     0.04810
Clock inverter                      2         10.01    0.002237
Sequential cell                    61          1526      0.3412
Timing Repair Buffer               26         245.2     0.05481
Clock buffer                       12         256.5     0.05733
Power and IR drop assume default switching activity.
