==> /design/flow/design.v <==
module cp_adder 
(
    input            clk        ,
    input            rst_n      ,
    input   [7:0]    din_re     ,
    input   [7:0]    din_im     ,
    input            din_en     ,
    input   [5:0]    din_index  ,
    output reg [7:0] dout_re    ,
    output reg [7:0] dout_im    ,
    output reg       dout_vld   
);
wire        wen_1;
wire        wen_2;
reg         spram_flag;
reg         rd_ram_en;
reg  [5:0]  rd_ram_addr;
reg  [5:0]  rd_data_cnt;
wire [7:0]  dout_re_1;
wire [7:0]  dout_im_1;
wire [7:0]  dout_re_2;
wire [7:0]  dout_im_2;
reg  [7:0]  first_re_1;
reg  [7:0]  first_im_1;
reg  [7:0]  first_re_2;
reg  [7:0]  first_im_2;
assign  wen_1 = din_en && ~spram_flag;
assign  wen_2 = din_en && spram_flag;
spram_64 spram_re_1
(
    .rst_n       (rst_n         ),
    .clk_a       (clk           ),
    .we_a        (wen_1         ),
    .addr_a      (din_index     ),
    .din_a       (din_re        ),
    .dout_a      (              ),
    .clk_b       (clk           ),
    .we_b        (1'b0          ),
    .addr_b      (rd_ram_addr   ),
    .din_b       (              ),
    .dout_b      (dout_re_1     )
);
spram_64 spram_im_1
(
    .rst_n       (rst_n         ),
    .clk_a       (clk           ),
    .we_a        (wen_1         ),
    .addr_a      (din_index     ),
    .din_a       (din_im        ),
    .dout_a      (              ),
    .clk_b       (clk           ),
    .we_b        (1'b0          ),
    .addr_b      (rd_ram_addr   ),
    .din_b       (              ),
    .dout_b      (dout_im_1     )
);
spram_64 spram_re_2
(
    .rst_n       (rst_n         ),
    .clk_a       (clk           ),
    .we_a        (wen_2         ),
    .addr_a      (din_index     ),
    .din_a       (din_re        ),
    .dout_a      (              ),
    .clk_b       (clk           ),
    .we_b        (1'b0          ),
    .addr_b      (rd_ram_addr   ),
    .din_b       (              ),
    .dout_b      (dout_re_2     )
);
spram_64 spram_im_2
(
    .rst_n       (rst_n         ),
    .clk_a       (clk           ),
    .we_a        (wen_2         ),
    .addr_a      (din_index     ),
    .din_a       (din_im        ),
    .dout_a      (              ),
    .clk_b       (clk           ),
    .we_b        (1'b0          ),
    .addr_b      (rd_ram_addr   ),
    .din_b       (              ),
    .dout_b      (dout_im_2     )
);
always @(posedge clk or negedge rst_n) begin
    if(!rst_n)
        spram_flag <= 0;
    else    if(din_index == 63)
        spram_flag <= ~spram_flag;
end
always @(posedge clk or negedge rst_n) begin
    if(!rst_n)
       rd_ram_en <= 0;
    else    if(din_index == 62) 
        rd_ram_en <= 1;
    else    if(rd_data_cnt >= 63)
        rd_ram_en <= 0;
end
always @(posedge clk or negedge rst_n) begin
    if(!rst_n)
        rd_ram_addr <= 0;
    else    if(rd_ram_en || (din_index == 63))
        rd_ram_addr <= rd_ram_addr + 1;
    else
        rd_ram_addr <= 0;
end
always @(posedge clk or negedge rst_n) begin
    if(!rst_n)
        rd_data_cnt <= 0;
    else    if(rd_ram_en)
        rd_data_cnt <= rd_ram_addr;
    else
        rd_data_cnt <= 0;
end
always @(posedge clk or negedge rst_n) begin
    if(!rst_n) begin
        first_re_1 <= 0;
        first_im_1 <= 0;
        first_re_2 <= 0;
        first_im_2 <= 0;
    end
    else    if(din_index == 0) begin
        case (spram_flag)
            0: begin
                first_re_1 <= din_re;
                first_im_1 <= din_im;
            end
            1: begin
                first_re_2 <= din_re;
                first_im_2 <= din_im;
            end
            default:;
        endcase
    end
end
always @(posedge clk or negedge rst_n) begin
    if(!rst_n) begin
        dout_re <= 0;
        dout_im <= 0;
        dout_vld <= 0;
    end
    else    if(din_index == 48) begin  
        dout_vld <= 1;                 
        case (spram_flag)  
            0: begin
                dout_re <= (first_re_2 + din_re) >> 1; 
                dout_im <= (first_im_2 + din_im) >> 1;
            end
            1: begin
                dout_re <= (first_re_1 + din_re) >> 1;
                dout_im <= (first_im_1 + din_im) >> 1;
            end
            default:; 
        endcase
    end
    else    if(din_index > 48) begin
        dout_re <= din_re;
        dout_im <= din_im;
        dout_vld <= 1;
    end
    else    if(rd_ram_en) begin
        dout_vld <= 1;
        case (spram_flag)  
            0: begin       
                dout_re <= dout_re_2;
                dout_im <= dout_im_2;
            end
            1: begin       
                dout_re <= dout_re_1;
                dout_im <= dout_im_1;
            end
            default:;
        endcase
    end
    else
        dout_vld <= 0;
end
endmodule
module spram_64 
(
    input           rst_n       ,
    input           clk_a       ,
    input           we_a        ,
    input   [5:0]   addr_a      ,
    input   [7:0]   din_a       ,
    output  [7:0]   dout_a      ,
    input           clk_b       ,
    input           we_b        ,
    input   [5:0]   addr_b      ,
    input   [7:0]   din_b       ,
    output  [7:0]   dout_b      
);
integer i;
reg [7:0]   int_mem [63:0];
reg [7:0]   out_mem_a;
reg [7:0]   out_mem_b;
always @(posedge clk_a) begin
    if(we_a)
        int_mem[addr_a] <= din_a;
    else
        out_mem_a[addr_a] <= int_mem[addr_a];
end
always @(posedge clk_b) begin
    if(we_b)
        int_mem[addr_b] <= din_b;
    else
        out_mem_b[addr_b] <= int_mem[addr_b];
end
assign  dout_a = we_a ? 0 : out_mem_a;
assign  dout_b = we_b ? 0 : out_mem_b;
endmodule
==> /design/flow/run.sh <==
#!/bin/bash
# OpenROAD 26Q1-2900-gdf79404cd8, Yosys 0.63+post, stock flow scripts
make -C /OpenROAD-flow-scripts/flow DESIGN_CONFIG=/design/flow/config.mk WORK_HOME=/design/flow/orfs finish
==> /design/flow/constraint.sdc <==
current_design cp_adder

set clk_period 6.2
set clk_io_pct 0.2

create_clock -name clk0 -period $clk_period [get_ports {clk}]

set non_clock_inputs [all_inputs -no_clocks]
set_input_delay [expr $clk_period * $clk_io_pct] -clock clk0 $non_clock_inputs
set_output_delay [expr $clk_period * $clk_io_pct] -clock clk0 [all_outputs]
==> /design/flow/config.mk <==
export PLATFORM = sky130hd
export DESIGN_NAME = cp_adder
export DESIGN_NICKNAME = cp_adder
export VERILOG_FILES = /design/flow/design.v
export SDC_FILE = /design/flow/constraint.sdc
export NUM_CORES = 4
export LEC_CHECK = 1
export CORE_UTILIZATION = 40
==> reports/metrics.cfg <==
[cts]
cts_tree = yes
cts_setup_buffers = 0
cts_sinks = 287
root_buffer = clkbuf_16
clockBufferDepth = 3
cts_hold_buf = 0
htreeDepth = 1
ctsResizeCount = 0
cts_buffers = 31
clkLatencyLatePin_ns = 0.55
cts.clk_slew.worst_paths_ns = 0.06

[sta]
max_slew_margin_pct = 45.3
layout_worst_path_cycle_share_pct = 52.9
setup_slack_ns = 2.92
skew_ns = 0.0125
rsz0062_at_grt = no
slew_viol_final = 0
hold_viol = 0
setup_viol = 0
finalCriticalPeriod_ns = 3.28
tightest_slew_ns = 0.818
timing.fmax_mhz = 305
totalNegativeSetupSlack_ns = 0

[grt]
grt_pass1_vias = 7782
grt_max_degree = 58
grt_pass1_wl_um = 45000
grt_usage_pct = 19.2
gr-total-overflow = 0
grt_antenna_before_repair = 0

[final_layout]
drive_above_1_share_pct = 17.2
final_cells = 1395
area_growth_syn_to_layout_pct = 13.5

[floorplanning]
die-width_um = 182
dieHeight_um = 182
rows = 65
initial_utilization_pct = 40.8
coreArea_mm2 = 0.0317
num_io_pins = 42
chipArea_mm2 = 0.0331

[flow_run]
warnings = 26
drv_cap = 0

[route]
vias_per_cell = 5.44
drc = 0
avgRoutedWirePerCell_um = 20.6
drt_wl_total_um = 28700
drtIter0Drc = 450
detail-route-antenna-nets = 0
vias = 7593
firstDrtPassIters = 4
antenna_cells = 0

[yosys]
synth_cells = 938
ff_type = edfxtp_1
avgSynthCellArea_um2 = 13.8
async_flop_share_pct = 22.0
ys_warn_count = 2
ys_types = 67
synthTopCellsByArea = edfxtp_1 (45%), dfrtp_1 (12%), mux2_2 (5.5%)
numSynthFlops = 287
syn_area_mm2 = 0.0129
synth_chip_area_mm2 = 0.0129
yosysTopAreaCellShare_pct = 44.6
ys_cells = 938
ys_seq_share_pct = 61.7
largest_area_cell = edfxtp_1
synth-edff-count = 192

[place]
gp_congestion = 0.835
dp_cells = 1338
dp_hpwl_um = 18200
port-buffer-count = 41
pre_cts_ws_ns = 2.47

[critical_path]
critPathCaptureType = register
cp.required_ns = 6.64
crit_path_start_kind = register
arrival_ns = 3.72
critical_path_class = reg -> reg
cp_max_fo = 29

[run_status]
status = complete, no violations

[power_and_ir_drop]
ir_drop_v = 0.000277
p_leak_uw = 0.00526
p_per_area_mw_per_mm2 = 430

[min_path]
hp-class = reg -> reg

-- cells by family after synthesis --
logic type	synth area share, %
AND-OR/OR-AND	5.75
buffers and inverters	2.87
adder cells (fa/ha/maj)	1.66
XOR/XNOR	1.15
flip-flops	61.7
AND/OR/NAND/NOR	10.1
multiplexers	16.8
-- report_power, final --
| part | total, uW | switching, uW | internal [uW] | leakage, uW |
|---|---|---|---|---|
| Sequential | 2540 | 238 | 2300 | 0.00279 |
| Combinational | 1920 | 992 | 929 | 0.00196 |
| Clock | 1860 | 733 | 1130 | 0.000507 |
-- flip-flops by register name, summed over array words and instances (netlist names) --
name                  flops
spram_re_2.int_mem       64
first_re_1                8
rd_ram_addr               6
spram_im_1.out_mem_b      8
first_re_2                8
first_im_1                8
spram_flag                1
dout_im                   8
rd_ram_en                 1
spram_re_2.out_mem_b      8
first_im_2                8
rd_data_cnt               6
dout_re                   8
spram_im_2.int_mem       64
spram_im_1.int_mem       32
spram_re_1.out_mem_b      8
spram_im_2.out_mem_b      8
dout_vld                  1
spram_re_1.int_mem       32
-- path summary, 6_finish.rpt --
check	from	end	slack, ns	cells after the start
max	rd_ram_addr[0]$_DFF_PN0_	spram_re_2.out_mem_b[4]$_DFF_P_	2.92	7
min	spram_im_2.out_mem_b[2]$_DFF_P_	spram_im_2.out_mem_b[2]$_DFF_P_	0.45	2
max reg2reg	rd_ram_addr[0]$_DFF_PN0_	spram_re_2.out_mem_b[4]$_DFF_P_	2.92	7
min reg2reg	spram_im_2.out_mem_b[2]$_DFF_P_	spram_im_2.out_mem_b[2]$_DFF_P_	0.45	2
max in group asynchronous	rst_n	first_re_2[5]$_DFFE_PN0P_	4.56	2
min in group asynchronous	rst_n	first_im_1[6]$_DFFE_PN0P_	0.68	1
-- per-layer routing --
metal | GRT usage, % | part of all wire (%)
met4 | 3.80 | 2.3
met2 | 29.1 | 46
met3 | 7.03 | 8.8
met5 | 0 | 0
met1 | 28.6 | 43
-- cell usage in the layout, fill, tap and decap left out, types with 4 or more instances in the layout --
cell type        count
edfxtp_1           192
nor2_1             132
mux2_2              63
nand2_1             60
dfrtp_1             60
mux2i_1             41
o21ai_0             39
clkdlybuf4s50_1     38
dfxtp_1             32
clkbuf_16           31
a21oi_1             28
mux4_2              22
mux4_1              19
inv_1               15
nand3_1             15
buf_4               15
ha_1                14
nor2b_1             12
o22ai_1             11
xnor2_1             10
and2_1               9
nor3_1               8
xor2_1               7
and3_1               7
nand2b_1             6
nand4_1              6
a211oi_1             5
nand3b_1             5
or3_1                5
mux2_1               5
clkinv_2             5
clkbuf_1             4
clkbuf_8             4
clkinv_1             4
bufinv_16            4
-- critical path: stages (launching register included) --
cell and delay, ns:
dfrtp_2 0.76, buf_4 0.57, mux4_1 0.65, mux2i_1 0.20, o2111ai_1 0.19, o2111ai_2 0.29, o31ai_2 0.19, mux2_2 0.30
-- synthesized netlist by cell type, types with 15 or more instances --
cell and count:
dfrtp_1 63, mux4_1 19, a21oi_1 28, mux2i_1 41
mux4_2 22, mux2_2 63, nor2_1 132, nand3_1 15
buf_2 17, nand2_1 60, edfxtp_1 192, dfxtp_1 32
clkbuf_1 29, inv_1 15, o21ai_0 39
-- area by class of cell --
type	count	area, um2
Tap cell	402	503
Clock inverter	18	198
Fill cell	2759	17000
Timing Repair Buffer	56	508
Multi-Input combinational cell	578	4580
Clock buffer	39	846
Inverter	15	56.3
Sequential cell	287	7990
-- metrics by stage --
step	hold WS, ns	power (uW)	utilization (%)	instance area (um2)
5_1_grt	0.488	6680	46.3	14700
3_3_place_gp	0.432	4500	43.0	13600
3_5_place_dp	0.443	4510	43.0	13600
2_1_floorplan	0.424	3950	-	12900
4_1_cts	0.457	6380	46.3	14700
6_report	0.452	6320	46.3	14700
Power and IR drop assume default switching activity.
